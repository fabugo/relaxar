==> flow/design.v <==
`timescale 10ns/1ns
module rng(clk,reset,loadseed_i,seed_i,number_o);
input clk;
input reset;
input loadseed_i;
input [63:0] seed_i;
output [63:0] number_o;
reg [63:0] number_o;
reg [74:0] LFSR_reg;
reg [67:0] CASR_reg;
reg[74:0] CASR_varCASR,CASR_outCASR;
always @(posedge clk or negedge reset)
   begin
   if (!reset )
      begin
      CASR_reg  = (1);
      end
   else 
      begin
      if (loadseed_i )
         begin
         CASR_varCASR [74:64]=0;
         CASR_varCASR [63:0] = seed_i ;
         CASR_reg  = (CASR_varCASR );
         end
      else 
         begin
         CASR_varCASR =CASR_reg ;
         CASR_outCASR [73]=CASR_varCASR [74]^CASR_varCASR [0];
         CASR_outCASR [72]=CASR_varCASR [73]^CASR_varCASR [73];
         CASR_outCASR [71]=CASR_varCASR [71]^CASR_varCASR [72];
         CASR_outCASR [70]=CASR_varCASR [69]^CASR_varCASR [71];
         CASR_outCASR [69]=CASR_varCASR [68]^CASR_varCASR [70];
         CASR_outCASR [68]=CASR_varCASR [67]^CASR_varCASR [69];
         CASR_outCASR [67]=CASR_varCASR [66]^CASR_varCASR [68];
         CASR_outCASR [66]=CASR_varCASR [65]^CASR_varCASR [67];
         CASR_outCASR [65]=CASR_varCASR [64]^CASR_varCASR [66];
         CASR_outCASR [64]=CASR_varCASR [63]^CASR_varCASR [65];
         CASR_outCASR [63]=CASR_varCASR [62]^CASR_varCASR [64];
         CASR_outCASR [62]=CASR_varCASR [61]^CASR_varCASR [63];
         CASR_outCASR [61]=CASR_varCASR [60]^CASR_varCASR [62];
         CASR_outCASR [60]=CASR_varCASR [59]^CASR_varCASR [61];
         CASR_outCASR [59]=CASR_varCASR [58]^CASR_varCASR [60];
         CASR_outCASR [58]=CASR_varCASR [57]^CASR_varCASR [59];
         CASR_outCASR [57]=CASR_varCASR [56]^CASR_varCASR [58];
         CASR_outCASR [56]=CASR_varCASR [55]^CASR_varCASR [57];
         CASR_outCASR [55]=CASR_varCASR [54]^CASR_varCASR [56];
         CASR_outCASR [54]=CASR_varCASR [53]^CASR_varCASR [55];
         CASR_outCASR [53]=CASR_varCASR [52]^CASR_varCASR [54];
         CASR_outCASR [52]=CASR_varCASR [51]^CASR_varCASR [53];
         CASR_outCASR [51]=CASR_varCASR [50]^CASR_varCASR [52];
         CASR_outCASR [50]=CASR_varCASR [49]^CASR_varCASR [51];
         CASR_outCASR [49]=CASR_varCASR [48]^CASR_varCASR [50];
         CASR_outCASR [48]=CASR_varCASR [47]^CASR_varCASR [49];
         CASR_outCASR [47]=CASR_varCASR [46]^CASR_varCASR [48];
         CASR_outCASR [46]=CASR_varCASR [45]^CASR_varCASR [47];
         CASR_outCASR [45]=CASR_varCASR [44]^CASR_varCASR [46];
         CASR_outCASR [44]=CASR_varCASR [43]^CASR_varCASR [45];
         CASR_outCASR [43]=CASR_varCASR [42]^CASR_varCASR [44];
         CASR_outCASR [42]=CASR_varCASR [41]^CASR_varCASR [43];
         CASR_outCASR [41]=CASR_varCASR [40]^CASR_varCASR [42];
         CASR_outCASR [40]=CASR_varCASR [39]^CASR_varCASR [41];
         CASR_outCASR [39]=CASR_varCASR [38]^CASR_varCASR [40];
         CASR_outCASR [38]=CASR_varCASR [37]^CASR_varCASR [39];
         CASR_outCASR [37]=CASR_varCASR [36]^CASR_varCASR [38];
         CASR_outCASR [36]=CASR_varCASR [35]^CASR_varCASR [37];
         CASR_outCASR [35]=CASR_varCASR [34]^CASR_varCASR [36];
         CASR_outCASR [34]=CASR_varCASR [33]^CASR_varCASR [35];
         CASR_outCASR [33]=CASR_varCASR [32]^CASR_varCASR [34];
         CASR_outCASR [32]=CASR_varCASR [31]^CASR_varCASR [33];
         CASR_outCASR [31]=CASR_varCASR [30]^CASR_varCASR [32];
         CASR_outCASR [30]=CASR_varCASR [29]^CASR_varCASR [31];
         CASR_outCASR [29]=CASR_varCASR [28]^CASR_varCASR [30];
         CASR_outCASR [28]=CASR_varCASR [27]^CASR_varCASR [29];
         CASR_outCASR [27]=CASR_varCASR [26]^CASR_varCASR [27]^CASR_varCASR [28];
         CASR_outCASR [26]=CASR_varCASR [25]^CASR_varCASR [27];
         CASR_outCASR [25]=CASR_varCASR [24]^CASR_varCASR [26];
         CASR_outCASR [24]=CASR_varCASR [23]^CASR_varCASR [25];
         CASR_outCASR [23]=CASR_varCASR [22]^CASR_varCASR [24];
         CASR_outCASR [22]=CASR_varCASR [21]^CASR_varCASR [23];
         CASR_outCASR [21]=CASR_varCASR [20]^CASR_varCASR [22];
         CASR_outCASR [20]=CASR_varCASR [19]^CASR_varCASR [21];
         CASR_outCASR [19]=CASR_varCASR [18]^CASR_varCASR [20];
         CASR_outCASR [18]=CASR_varCASR [17]^CASR_varCASR [19];
         CASR_outCASR [17]=CASR_varCASR [16]^CASR_varCASR [18];
         CASR_outCASR [16]=CASR_varCASR [15]^CASR_varCASR [17];
         CASR_outCASR [15]=CASR_varCASR [14]^CASR_varCASR [16];
         CASR_outCASR [14]=CASR_varCASR [13]^CASR_varCASR [15];
         CASR_outCASR [13]=CASR_varCASR [12]^CASR_varCASR [14];
         CASR_outCASR [12]=CASR_varCASR [11]^CASR_varCASR [13];
         CASR_outCASR [11]=CASR_varCASR [10]^CASR_varCASR [12];
         CASR_outCASR [10]=CASR_varCASR [9]^CASR_varCASR [11];
         CASR_outCASR [9]=CASR_varCASR [8]^CASR_varCASR [10];
         CASR_outCASR [8]=CASR_varCASR [7]^CASR_varCASR [9];
         CASR_outCASR [7]=CASR_varCASR [6]^CASR_varCASR [8];
         CASR_outCASR [6]=CASR_varCASR [5]^CASR_varCASR [7];
         CASR_outCASR [5]=CASR_varCASR [4]^CASR_varCASR [6];
         CASR_outCASR [4]=CASR_varCASR [3]^CASR_varCASR [5];
         CASR_outCASR [3]=CASR_varCASR [2]^CASR_varCASR [4];
         CASR_outCASR [2]=CASR_varCASR [1]^CASR_varCASR [3];
         CASR_outCASR [1]=CASR_varCASR [0]^CASR_varCASR [2];
         CASR_outCASR [0]=CASR_varCASR [63]^CASR_varCASR [1];
         CASR_reg  = (CASR_outCASR );
         end
      end
   end
reg[74:0] LFSR_varLFSR;
reg outbitLFSR;
always @(posedge clk or negedge reset)
   begin
   if (!reset )
      begin
      LFSR_reg  = (1);
      end
   else 
      begin
      if (loadseed_i )
         begin
         LFSR_varLFSR [74:64] = 0;
         LFSR_varLFSR [63:0]=seed_i ;
         LFSR_reg  = (LFSR_varLFSR );
         end
      else 
         begin
         LFSR_varLFSR =LFSR_reg ;
         outbitLFSR =LFSR_varLFSR [74];
         LFSR_varLFSR [74]=LFSR_varLFSR [73];
         LFSR_varLFSR [73]=LFSR_varLFSR [72];
         LFSR_varLFSR [72]=LFSR_varLFSR [71];
         LFSR_varLFSR [71]=LFSR_varLFSR [70];
         LFSR_varLFSR [70]=LFSR_varLFSR [69];
         LFSR_varLFSR [69]=LFSR_varLFSR [68];
         LFSR_varLFSR [68]=LFSR_varLFSR [67];
         LFSR_varLFSR [67]=LFSR_varLFSR [66];
         LFSR_varLFSR [66]=LFSR_varLFSR [65];
         LFSR_varLFSR [65]=LFSR_varLFSR [64];
         LFSR_varLFSR [64]=LFSR_varLFSR [63];
         LFSR_varLFSR [63]=LFSR_varLFSR [62];
         LFSR_varLFSR [62]=LFSR_varLFSR [61];
         LFSR_varLFSR [61]=LFSR_varLFSR [60];
         LFSR_varLFSR [60]=LFSR_varLFSR [59];
         LFSR_varLFSR [59]=LFSR_varLFSR [58];
         LFSR_varLFSR [58]=LFSR_varLFSR [57];
         LFSR_varLFSR [57]=LFSR_varLFSR [56];
         LFSR_varLFSR [56]=LFSR_varLFSR [55];
         LFSR_varLFSR [55]=LFSR_varLFSR [54];
         LFSR_varLFSR [54]=LFSR_varLFSR [53];
         LFSR_varLFSR [53]=LFSR_varLFSR [52];
         LFSR_varLFSR [52]=LFSR_varLFSR [51];
         LFSR_varLFSR [51]=LFSR_varLFSR [50];
         LFSR_varLFSR [50]=LFSR_varLFSR [49];
         LFSR_varLFSR [49]=LFSR_varLFSR [48];
         LFSR_varLFSR [48]=LFSR_varLFSR [47];
         LFSR_varLFSR [47]=LFSR_varLFSR [46];
         LFSR_varLFSR [46]=LFSR_varLFSR [45];
         LFSR_varLFSR [45]=LFSR_varLFSR [44];
         LFSR_varLFSR [44]=LFSR_varLFSR [43];
         LFSR_varLFSR [43]=LFSR_varLFSR [42];
         LFSR_varLFSR [42]=LFSR_varLFSR [41];
         LFSR_varLFSR [41]=LFSR_varLFSR [40]^outbitLFSR ;
         LFSR_varLFSR [40]=LFSR_varLFSR [39];
         LFSR_varLFSR [39]=LFSR_varLFSR [38];
         LFSR_varLFSR [38]=LFSR_varLFSR [37];
         LFSR_varLFSR [37]=LFSR_varLFSR [36];
         LFSR_varLFSR [36]=LFSR_varLFSR [35];
         LFSR_varLFSR [35]=LFSR_varLFSR [34];
         LFSR_varLFSR [34]=LFSR_varLFSR [33];
         LFSR_varLFSR [33]=LFSR_varLFSR [32];
         LFSR_varLFSR [32]=LFSR_varLFSR [31];
         LFSR_varLFSR [31]=LFSR_varLFSR [30];
         LFSR_varLFSR [30]=LFSR_varLFSR [29];
         LFSR_varLFSR [29]=LFSR_varLFSR [28];
         LFSR_varLFSR [28]=LFSR_varLFSR [27];
         LFSR_varLFSR [27]=LFSR_varLFSR [26];
         LFSR_varLFSR [26]=LFSR_varLFSR [25];
         LFSR_varLFSR [25]=LFSR_varLFSR [24];
         LFSR_varLFSR [24]=LFSR_varLFSR [23];
         LFSR_varLFSR [23]=LFSR_varLFSR [22];
         LFSR_varLFSR [22]=LFSR_varLFSR [21];
         LFSR_varLFSR [21]=LFSR_varLFSR [20];
         LFSR_varLFSR [20]=LFSR_varLFSR [19]^outbitLFSR ;
         LFSR_varLFSR [19]=LFSR_varLFSR [18];
         LFSR_varLFSR [18]=LFSR_varLFSR [17];
         LFSR_varLFSR [17]=LFSR_varLFSR [16];
         LFSR_varLFSR [16]=LFSR_varLFSR [15];
         LFSR_varLFSR [15]=LFSR_varLFSR [14];
         LFSR_varLFSR [14]=LFSR_varLFSR [13];
         LFSR_varLFSR [13]=LFSR_varLFSR [12];
         LFSR_varLFSR [12]=LFSR_varLFSR [11];
         LFSR_varLFSR [11]=LFSR_varLFSR [10];
         LFSR_varLFSR [10]=LFSR_varLFSR [9];
         LFSR_varLFSR [9]=LFSR_varLFSR [8];
         LFSR_varLFSR [8]=LFSR_varLFSR [7];
         LFSR_varLFSR [7]=LFSR_varLFSR [6];
         LFSR_varLFSR [6]=LFSR_varLFSR [5];
         LFSR_varLFSR [5]=LFSR_varLFSR [4];
         LFSR_varLFSR [4]=LFSR_varLFSR [3];
         LFSR_varLFSR [3]=LFSR_varLFSR [2];
         LFSR_varLFSR [2]=LFSR_varLFSR [1];
         LFSR_varLFSR [1]=LFSR_varLFSR [0]^outbitLFSR ;
         LFSR_varLFSR [0]=LFSR_varLFSR [63];
         LFSR_reg  = (LFSR_varLFSR );
         end
      end
   end
always @(posedge clk or negedge reset)
   begin
   if (!reset )
      begin
      number_o  = (0);
      end
   else 
      begin
      number_o  = (LFSR_reg [63:0]^CASR_reg[63:0]);
      end
   end
endmodule
==> flow/run.sh <==
#!/bin/bash
# OpenROAD 26Q1-2900-gdf79404cd8, Yosys 0.63+post, stock flow scripts
make -C /OpenROAD-flow-scripts/flow DESIGN_CONFIG=/design/flow/config.mk WORK_HOME=/design/flow/orfs finish
==> flow/config.mk <==
export PLATFORM = sky130hd
export DESIGN_NAME = rng
export DESIGN_NICKNAME = rng
export VERILOG_FILES = /design/flow/design.v
export SDC_FILE = /design/flow/constraint.sdc
export NUM_CORES = 4
export LEC_CHECK = 1
export CORE_UTILIZATION = 40
==> flow/constraint.sdc <==
current_design rng

set clk_period 1.5
set clk_io_pct 0.2

create_clock -name clk0 -period $clk_period [get_ports {clk}]

set non_clock_inputs [all_inputs -no_clocks]
set_input_delay [expr $clk_period * $clk_io_pct] -clock clk0 $non_clock_inputs
set_output_delay [expr $clk_period * $clk_io_pct] -clock clk0 [all_outputs]
==> flow_summary.yaml <==
# physical design summary
finish:
  lay_top_count: "dfrtp_1"
  lay_top_cells: "205 x dfrtp_1, 119 x o21ai_0, 70 x xor2_1, 64 x clkdlybuf4s50_1, 64 x dlygate4sd2_1"
  largest_register_ffs: 75
  comb_area_sq_um: 2190
  area_growth_pct: 30.9
  final_area_sq_um: 10100
  fillers: 1510
  drive_gt1_share_pct: 7.39
  fin_util_pct: 53.7
  layout.cells.non_filler: 1045
  register_area_sq_um: 5180
place:
  postPlaceCellArea_sq_um: 9380
  globalplace.congestion: 0.783
  dp_cells: 1004
  portBuffers: 130
  dp_hpwl_mm: 9.04
flow_run:
  log.warning_count: 25
  drv_cap: 0
setup_path:
  critical-path-max-stage-delay_ns: 0.39
  critical_path_class: "register to output port"
  reg2reg_to: "LFSR_reg[1]"
  cp_max_fo: 1
  cp-endpoint: "number_o[22]"
  r2r_cells: 2
  reg2reg_slack_ns: 0.47
  cp_data_required_time_ns: 1.20
  path_cells: "dlygate4sd2_1"
  end_kind: "output port"
  slowest_stage: "dfrtp_1"
  critical_path.top_delay_family: "flip-flops"
  cp.depth: 1
  critPathLaunchType: "register"
  cp_num_buf_inv: 1
  cp.arrival_ns: 1.12
  r2r_start: "LFSR_reg[74]"
  crit_path_start: "number_o[22]"
final_timing:
  fmax_mhz: 706
  finClkSkew_ns: 0.00996
  timing.final.crit_share_pct: 94.5
  tns_ns: 0
  slew_viol_final: 0
  worst_pin_slew_ns: 0.354
  fin_crit_ns: 1.42
  rsz0062_at_grt: "no"
  relSlewSlack_pct: 76.4
  setup_violations: 0
  hold_viol_final: 0
clock_network:
  clkTransAtPathRegs_ns: 0.06
  clkLatencyLatePin_ns: 0.49
  clock-sinks: 207
  cts-root-buf: "clkbuf_16"
  cts_setup_buffers: 0
  cts_buffer_depth: 3
  cts_buffers: 22
  tritoncts: "done"
  cts-htree-levels: 1
power:
  peakVddDrop_mv: 1.12
  power_density_nw_per_um2: 1560
  p_leak_nw: 4.69
synth:
  synth_area_per_cell_sq_um: 12.3
  synth_cell_types: 16
  top_area_share_pct: 66.4
  ys.flops: 207
  yosysTopAreaCell: "dfrtp_1"
  syn_area_sq_um: 7730
  synth_cells: 628
  ys_seq_share_pct: 67.1
  yosys_cells: 628
  ys_chip_area_sq_um: 7730
  topCellsByArea: "dfrtp_1 66%, xor2_1 7.9%, o21ai_0 7.7%"
  synth_warnings: 1
route:
  wire_per_inst_um: 13.0
  num_antenna_cells: 0
  drt_wl_total_mm: 13.6
  firstDrtPassIters: 4
  post-route-drc-count: 0
  vias_per_cell: 4.43
  drt_iter0_drc: 139
  vias: 4629
  drtAntennaViolNets: 0
run_status:
  outcome: "finished clean"
die:
  dieArea_sq_um: 19900
  die_h_um: 141
  num_rows: 50
  fp.dieW_um: 141
  boundaryPins: 131
  fp_util_pct: 41.0
  core_sq_um: 18800
global_route:
  use_met3_pct: 3.25
  busiest_layer: "met1"
  grt_max_degree: 65
  grt_pass1_vias: 4610
  grt_pass1_wl_mm: 22.9
  grt.total_usage_pct: 14.8
  grt_util_met2_pct: 21.7
  antenna_found_initial: 1
  use_met1_pct: 24.2
  grt_overflow: 0
worst_hold_path:
  hold_class: "input port to register"
[synthesized netlist by cell type]
library cell / number
xnor3_1: 1
nand2b_1: 1
buf_2: 14
nor2_1: 3
dfstp_2: 2
mux2_2: 6
nor2b_1: 12
buf_4: 8
nand2_1: 63
xnor2_1: 63
dfrtp_1: 205
xor2_1: 70
o21ai_0: 119
inv_1: 59
o21ai_2: 1
clkbuf_1: 1
[worst min-delay path by stage]
stage,startpoint,end,cells past startpoint,slack [ns]
4_1_cts,loadseed_i,LFSR_reg[74],2,0.21
5_1_grt,loadseed_i,LFSR_reg[74],2,0.23
6_report,loadseed_i,LFSR_reg[66],2,0.22
[report_power, final]
group	switching (mW)	internal, mW
clock network	2.07	3.57
logic	0.843	1.67
registers	0.847	6.75
[cell type report]
class                           instances  area share, %
Inverter                               59           2.19
Clock inverter                          5          0.780
Timing Repair Buffer                  141           13.9
Sequential cell                       207           51.3
Multi-Input combinational cell        339           21.6
Tap cell                              260           3.22
Clock buffer                           34           6.99
[logic make-up (layout without fill, tap and decap cells)]
family          Yosys count  count (layout)  share of synthesized area (%)
compound gates          120             120                           7.82
simple gates             79              79                           4.26
xor+xnor                134             134                           15.4
flops                   207             207                           67.1
mux                       6               6                          0.874
buf+inv                  82             239                           4.60
[through the flow]
step | hold slack (ns) | power, mW | worst slack, ns
2_1_floorplan | 0.00441 | 8.81 | 0.511
3_3_place_gp | 0.223 | 10.6 | 0.300
3_5_place_dp | 0.223 | 10.6 | 0.301
4_1_cts | 0.208 | 16.0 | 0.0557
5_1_grt | 0.226 | 16.6 | 0.0391
6_report | 0.217 | 15.8 | 0.0831
[repair_timing]
action                                  4_1_cts  5_1_grt
resized                                      64        0
endpoints found under the setup margin       64        0
hold buffers                                  2        0
hold endpoints to repair                     29        0
[per-layer routing]
metal | up-vias | routed length [um]
met5 | - | 12
met4 | 2 | 269
met3 | 24 | 773
met2 | 107 | 6220
met1 | 2238 | 6290
li1 | 2258 | -
Power figures rest on the tool's default switching activity, not on a simulated workload.
